`flow/run.sh`:
```
#!/bin/bash
# OpenROAD 26Q1-2900-gdf79404cd8, Yosys 0.63+post, stock flow scripts
make -C /OpenROAD-flow-scripts/flow DESIGN_CONFIG=/design/flow/config.mk WORK_HOME=/design/flow/orfs finish
```
`flow/design.v`:
```
module Apb3_inst (
  input      [15:0]   apb_PADDR,
  input      [0:0]    apb_PSEL,
  input               apb_PENABLE,
  output              apb_PREADY,
  input               apb_PWRITE,
  input      [31:0]   apb_PWDATA,
  output reg [31:0]   apb_PRDATA,
  output     [0:0]    dmaTrig,
  input      [0:0]    dmaClr,
  input      [0:0]    dmaBusy,
  input      [18:0]   dmaDatTrans,
  input      [15:0]   dmaPeriSel,
  output     [31:0]   dmaMemStratAddr,
  input               clk,
  input               reset
);
  reg        [31:0]   DmaCtrlreg;
  reg        [31:0]   DmaCfgAreg;
  reg        [31:0]   DmaCfgBreg;
  wire                RegWr;
  wire                RegRd;
  assign dmaTrig = DmaCtrlreg[0 : 0];
  assign dmaMemStratAddr = DmaCfgBreg[31 : 0];
  assign RegWr = ((apb_PSEL[0] && apb_PENABLE) && apb_PWRITE);
  assign RegRd = ((apb_PSEL[0] && (! apb_PENABLE)) && (! apb_PWRITE));
  assign apb_PREADY = 1'b1;
  always @ (*) begin
    apb_PRDATA = 32'h0;
    if(RegRd)begin
      case(apb_PADDR)
        16'h000a : begin
          apb_PRDATA[0 : 0] = DmaCtrlreg[0 : 0];
          apb_PRDATA[1 : 1] = DmaCtrlreg[1 : 1];
          apb_PRDATA[3 : 2] = DmaCtrlreg[3 : 2];
          apb_PRDATA[4 : 4] = DmaCtrlreg[4 : 4];
          apb_PRDATA[7 : 5] = DmaCtrlreg[7 : 5];
          apb_PRDATA[26 : 8] = DmaCtrlreg[26 : 8];
          apb_PRDATA[31 : 27] = DmaCtrlreg[31 : 27];
        end
        16'h000e : begin
          apb_PRDATA[15 : 0] = DmaCfgAreg[15 : 0];
          apb_PRDATA[31 : 16] = DmaCfgAreg[31 : 16];
        end
        16'h0012 : begin
          apb_PRDATA[31 : 0] = DmaCfgBreg[31 : 0];
        end
        default : begin
        end
      endcase
    end
  end
  always @ (posedge clk or posedge reset) begin
    if (reset) begin
      DmaCtrlreg <= 32'h30000bb0;
      DmaCfgAreg <= 32'h0;
      DmaCfgBreg <= 32'h000004d2;
    end else begin
      if((dmaClr == 1'b1))begin
        DmaCtrlreg[1 : 1] <= 1'b1;
      end
      if((dmaBusy == 1'b1))begin
        DmaCtrlreg[4 : 4] <= 1'b1;
      end
      DmaCtrlreg[26 : 8] <= dmaDatTrans;
      DmaCfgAreg[15 : 0] <= dmaPeriSel;
      if(RegWr)begin
        case(apb_PADDR)
          16'h000a : begin
            DmaCfgAreg[15 : 0] <= 16'h0;
            DmaCtrlreg[0 : 0] <= apb_PWDATA[0 : 0];
            DmaCtrlreg[1 : 1] <= (apb_PWDATA[1 : 1] | DmaCtrlreg[1 : 1]);
            DmaCtrlreg[4 : 4] <= ((~ apb_PWDATA[4 : 4]) & DmaCtrlreg[4 : 4]);
            DmaCtrlreg[31 : 27] <= apb_PWDATA[31 : 27];
          end
          16'h000e : begin
            DmaCfgAreg[15 : 0] <= ((~ apb_PWDATA[15 : 0]) & DmaCfgAreg[15 : 0]);
          end
          16'h0012 : begin
            DmaCfgBreg[31 : 0] <= apb_PWDATA[31 : 0];
          end
          default : begin
          end
        endcase
      end
      if(RegRd)begin
        case(apb_PADDR)
          16'h000a : begin
            DmaCfgBreg[31 : 0] <= 32'h00000d05;
          end
          default : begin
          end
        endcase
      end
    end
  end
endmodule
```
`flow/config.mk`:
```
export PLATFORM = sky130hd
export DESIGN_NAME = Apb3_inst
export DESIGN_NICKNAME = Apb3_inst
export VERILOG_FILES = /design/flow/design.v
export SDC_FILE = /design/flow/constraint.sdc
export NUM_CORES = 4
export LEC_CHECK = 1
export CORE_UTILIZATION = 40
```
`flow/constraint.sdc`:
```
current_design Apb3_inst

set clk_period 5.9
set clk_io_pct 0.2

create_clock -name clk0 -period $clk_period [get_ports {clk}]

set non_clock_inputs [all_inputs -no_clocks]
set_input_delay [expr $clk_period * $clk_io_pct] -clock clk0 $non_clock_inputs
set_output_delay [expr $clk_period * $clk_io_pct] -clock clk0 [all_outputs]
```
==> changes_impl.md <==
## Flow update

* Status: finished clean
* Clock sinks at approximately 75
* Number of global-route vias before repair at ~3,300
* Maximum clock frequency at 0.201 GHz
* GRT overflow at 0
* Synth Area per Inst at slightly below 10 um^2
* Top Ports at between 150 and 200
* WL final at 10,700 um
* Most Frequent Cell on Critical Path: clkdlybuf4s50_1
* DR vias at 3,402
* ANT cells at 0
* Drt initial violations at ~170
* Mux area share at 0.0218
* All-layer global routing usage at 0.242
* Tool warning count at 26
* Placed Cells incl. Taps at around 600
* Post-Syn Instances at approximately 370
* Hold Buf Count CTS at 0
* Design area at between 5000 and 6000 um^2
* DRT Pass-1 Iters at 5
* PwrDens at 200 nW/um^2
* Placer Congestion at around 0.84
* Worst min path class: flip-flop to flip-flop
* Flops & latches, synth at 75
* CTS resizes at 0
* Final setup fails at 0
* Final Max Slew Viols at 0
* Core area at slightly below 9000 um^2
* Vias per cell at 5.50
* Crit Path Max Fanout at 20
* First-pass GRT wire length at roughly 16,000 um
* Initial core utilization at 0.410
* Endpoints failing hold at 0
* RSZ-0062 raised after global routing: no
* PortBufs at ~150
* DRC viols at 0
* Largest net degree at the start of global routing at 51
* Xor/xnor share at 0
* Yosys Instances at around 370
* Final Core Density at 0.619
* Relative slew slack at 0.488
* Setup TNS at 0 ns
* Crit path cell chain: clkdlybuf4s50_1 -> nor3b_2 -> buf_4 -> and3_1 -> a22o_1 -> clkdlybuf4s50_1
* Highest metal used: met4
* Crit path time final at between 4 and 5 ns
* Clock transition at the registers of the reported paths at approximately 0.07 ns
* Site row count at 34
* Routed met1 length at roughly 4700 um
* CTS max path bufs at 2
* Clock latency on the worst-skew pair at between 0.3 and 0.4 ns
* Max-cap violations at 0
* CP Class: primary input to primary output
* Die area at between 9000 and 10,000 um^2
* Yosys synthesis chip area at approximately 3600 um^2
* Dominant comb cell: AND-OR/OR-AND gates
* H-tree Lvls at 3
* Placed Area at around 5000 um^2
* Worst path arrival time at 3.81 ns
* Post-DP HPWL at 7040 um
* Pin slew with the least headroom to its limit at roughly 0.77 ns
* DR WL met3 at 956 um
* Critical path data required time at around 4.7 ns
* Fa+ha+maj area frac at 0
* Peak supply drop at 118 uV
* And+or+nand+nor area frac at 0.162
* Antenna violations before repair at 0
* Sequential share of the synthesized area at 0.531
* Pleak at a little over 0.002 uW
* Setup crit end kind: primary output
* Drt wl/cell at between 15 and 20 um
* Root buf cell: clkbuf_8
* Cycle use final at 0.845
* Share of cells above drive strength 1 at 0.0941
* Postcts setup bufs at 0
* Max Clock Skew at 0 ns
* CP max-delay cell: clkdlybuf4s50_1
* Synth cell types at 35
* Chip height at 96.3 um
* Met2 wire length at approximately 5000 um
* Post-DRT Antenna Nets at 0
* Die span in x at just under 100 um
* Post-route insts no fill at between 600 and 700
* Post-Syn Area at 3560 um^2
* Crit-path max cell delay at between 0.6 and 0.7 ns
* Yosys warns at 1
* Yosys aoi share at 0.229
* TritonCTS clock tree: done
* Total CTS buffers at 9
* CP startpoint kind: primary input
* Layout overhead on the synthesized area at 50.9%
synth_stat cells (all sizes together):
master	number	area share
or2	1	0.0018
dfstp	11	0.081
mux2	6	0.019
nand2b	12	0.021
nand3b	5	0.011
nand4	2	0.0035
nor3b	1	0.0021
nor4	3	0.013
o211ai	1	0.0021
nand3	34	0.049
clkbuf	16	0.017
conb	1	0.0011
o21ai	48	0.068
nor2b	3	0.0053
nor4b	2	0.0067
and4	1	0.0025
buf	19	0.034
o31ai	17	0.036
a32oi	3	0.0074
a22oi	1	0.0021
mux2i	1	0.0028
inv	4	0.0042
a22o	16	0.039
dfrtp	64	0.45
and3	2	0.0035
nor3	1	0.0028
nand2	19	0.020
a21oi	53	0.075
nor2	19	0.020
cell type report:
type,count,area [um^2]
Inverter,4,16.3
Fill cell,756,3310
Timing Repair Buffer,163,1620
Tap cell,108,135
Clock inverter,4,76.3
Multi-Input combinational cell,252,1480
Clock buffer,12,145
Sequential cell,75,1890
stage by stage:
step                hold slack (ns)  power, uW  setup WS (ns)
floorplan                     0.462        574           2.32
global placement              0.471        649           1.04
detailed placement            0.475        649          0.935
CTS                           0.487       1090          0.923
global route                  0.498       1120          0.810
finish                        0.487       1070          0.914
state kept, by name, summed over array words and instances, names as in the netlist:
signal and cells:
DmaCfgAreg 16, DmaCfgBreg 32, DmaCtrlreg 27
path summary, 6_finish.rpt:
| check | end | start | slack, ns | cells past startpoint |
|---|---|---|---|---|
| worst min register to register | DmaCtrlreg[4] | DmaCtrlreg[4] | 0.49 | 2 |
| worst max register to register | DmaCfgBreg[1] | DmaCfgBreg[1] | 5.03 | 2 |
| worst max-delay path | apb_PRDATA[21] | apb_PADDR[2] | 0.91 | 6 |
| worst min-delay path | DmaCtrlreg[4] | DmaCtrlreg[4] | 0.49 | 2 |
| min in group asynchronous | DmaCtrlreg[16] | reset | 1.19 | 2 |
| max in group asynchronous | DmaCfgBreg[6] | reset | 3.71 | 3 |
report_power, final:
part | switching [uW] | internal, uW | leakage (uW)
registers | 3.54 | 527 | 0.000929
logic | 44.7 | 63.7 | 0.00103
clock network | 184 | 251 | 0.000107
metal layers:
metal | vias to the layer above | track usage
met5 | - | 0
met4 | 0 | 0.0233
met3 | 6 | 0.0771
met2 | 150 | 0.372
met1 | 1642 | 0.365
li1 | 1604 | -
worst max-delay path: cells and delay by family:
kind | cells | cell delay [ns]
compound gates | 1 | 0.23
buf+inv | 3 | 1.44
simple gates | 2 | 0.94
layout by cell type, fill, tap and decap left out, types with 8 or more instances in the layout:
master,n
a22o_1,16
o31ai_1,17
a21oi_1,53
dfrtp_1,64
o21ai_0,48
nor2_1,19
nand2_1,19
clkbuf_8,10
nand2b_1,12
dfstp_2,11
nand3_1,33
clkdlybuf4s50_1,154
buf_4,8
kinds of logic (layout without fill, tap and decap cells):
group | after synthesis | in the layout
AOI/OAI and AO/OA | 139 | 139
buffers and inverters | 39 | 183
DFF | 75 | 75
muxes | 7 | 7
other | 1 | 1
and+or+nand+nor | 105 | 105
No activity file was given, so power comes from the tool's default toggle rates.
